<file path="/design/flow/design.v">
`timescale 1ns / 1ps
module decoder5x32(
input [4:0] a,                                 
input en,                            
output [31:0] y );                   
wire [3:0] w;                        
decoder2x4 x1(w,a[4:3],en);     
decoder3x8 x2(y[7:0], a[2:0],w[0]);  
decoder3x8 x3(y[15:8], a[2:0],w[1]);
decoder3x8 x4(y[23:16], a[2:0],w[2]);
decoder3x8 x5(y[31:24], a[2:0],w[3]);
endmodule
module decoder2x4(
output reg [3:0] y,
input [1:0] a,
input en);
always @(a,en)      
if(en)
case(a)
2'b00: y=4'b0001;   
2'b01: y=4'b0010;
2'b10: y=4'b0100;
2'b11: y=4'b1000;
default: y=0;
endcase
else y=0;             
endmodule
module decoder3x8(
output reg [7:0] y,
input [2:0] a,
input en);
always @(a,en)
if(en)
case(a)                  
0: y =8'b00000001;       
1: y =8'b00000010;       
2: y =8'b00000100;
3: y =8'b00001000;
4: y =8'b00010000;
5: y =8'b00100000;
6: y =8'b01000000;
7: y =8'b10000000;
default: y=0;
endcase
else y=0;        
endmodule
</file>
<file path="/design/flow/run.sh">
#!/bin/bash
# OpenROAD 26Q1-2900-gdf79404cd8, Yosys 0.63+post, stock flow scripts
make -C /OpenROAD-flow-scripts/flow DESIGN_CONFIG=/design/flow/config.mk WORK_HOME=/design/flow/orfs finish
</file>
<file path="/design/flow/config.mk">
export PLATFORM = sky130hd
export DESIGN_NAME = decoder5x32
export DESIGN_NICKNAME = decoder5x32
export VERILOG_FILES = /design/flow/design.v
export SDC_FILE = /design/flow/constraint.sdc
export NUM_CORES = 4
export LEC_CHECK = 1
export CORE_AREA = 10 10 70 70
export DIE_AREA = 0 0 80 80
</file>
<file path="/design/flow/constraint.sdc">
current_design decoder5x32

set clk_period 1.1
set clk_io_pct 0.2

create_clock -name clk0 -period $clk_period

set non_clock_inputs [all_inputs -no_clocks]
set_input_delay [expr $clk_period * $clk_io_pct] -clock clk0 $non_clock_inputs
set_output_delay [expr $clk_period * $clk_io_pct] -clock clk0 [all_outputs]
</file>
==> impl_metrics.ini <==
; implementation run metrics
[outcome]
run_status = finished, violations left
failed_checks = setup timing

[setup_path]
worst_setup_path_end_kind = output port
critical_path.max_fanout = 2
worstPathBufferInverterCount = 4
slowest_stage = or4b_4
crit_path_max_incr_delay_ps = 550
timing.critical_path.max_delay_family = simple AND/OR/NAND/NOR gates
start_kind = primary input
critical_path_cell_sequence = buf_6 -> or4b_4 -> buf_6 -> buf_6 -> nor2_1 -> buf_2
timing.critical_path.arrival_ps = 1270
path_class = primary input to output port
cp_common_cell = buf_6
critical_path_required_time_ps = 880

[floorplanning]
core_sq_um = 3416
placement_rows = 21
initial_utilization_pct = 6.740
die_y_um = 80
die-area_sq_um = 6400
fp.dieW_um = 80
design.portCount = 38

[yosys]
postSynthSeqShare_pct = 0
syn_inst = 47
post-synth-top-area-cell = nor2_1
syn-cell-area_sq_um = 230.2
synth_largest_type_area_fraction_pct = 52.17
yosys-stat-cells = 47
synth.area.top_cells = nor2_1 (52%), nand4bb_1 (15%), nand4b_1 (11%), nand2b_1 (5.4%), clkbuf_1 (4.9%)
yosysWarnings = 2
synth_area_per_cell_sq_um = 4.898
ys_types = 9
ys_area_sq_um = 230.2

[drt]
drtAntennaViolNets = 0
drt_iter0_markers = 16
antennaDiodeCount = 0
drt-total-wl_um = 2098
detailed_router_iteration_count_before_antenna_repair = 2
via_count = 621
viasPerCell = 3.810
drt-wirelength-per-cell_um = 12.87
route.detailed.drc = 0

[placement]
detailedPlacementHpwl_um = 1382
placement.io_buffers = 38
place.detailed.instances = 132
place_ws_ps = -971.5
place_congestion = 0.7726

[timing]
rsz0062_at_grt = yes
timing.max_slew.rel_slack_pct = 84.73
fin_hold_ws_ps = 826.5
finalHoldViolCount = 0
period_used_pct = 135.1
final-max-slew-violation-count = 0
worstMarginPinSlew_ps = 228.2
setup_ws_ps = -386.0
timing.final.setup_violations = 32
timing.fmax_mhz = 673.0
timing.final.crit_period_ps = 1486

[grt]
grt_start_max_net_pins = 9
global_route_wire_length_before_repair_um = 3208
global_route.overflow_total = 0
number_of_antenna_violations_at_the_first_check_in_global_routing = 0
grt_pass1_vias = 559
track_usage_pct = 6.075

[min_path]
min-delay-path-class = primary input to output port

[power_and_ir_drop]
p_sw_share_pct = 41.99
power_switching_uw = 99.77
worst_ir_drop_vdd_v = 0.00005390
pwr_density_cell_nw_per_um2 = 233.9
seq_power_share_pct = 0
power_report.internal_total_uw = 137.8
power.share.combinational_pct = 100.0
power.leakage_nw = 0.4879
report.power.total_uw = 237.6
clock_power_share_pct = 0

[layout]
fin_cells = 163
layout.clock_buffers = 0
final_layout_top_logic_cells = buf_2 (31), buf_6 (27), nor2_1 (13), buf_4 (12), nor2_2 (11)
drive_gt1_share_pct = 84.62
final.fill_count = 337
finish.utilization_pct = 29.74
mostFrequentLayoutCell = buf_2
area_growth_syn_to_layout_pct = 341.3
area.sequential_sq_um = 0
logic_cell_area_sq_um = 379.1
ff_count = 0

[clocking]
cts-hold-fix-buffers = 0

[run]
warnings = 34
drv_cap = 0
## cells in the mapped netlist
| cell type | instances |
|---|---|
| or2_2 | 1 |
| nand4bb_1 | 3 |
| nand4_1 | 1 |
| or4b_1 | 1 |
| nand4b_1 | 3 |
| nand2b_1 | 2 |
| clkbuf_1 | 3 |
| nor2_1 | 32 |
| nand2_1 | 1 |
## layout make-up
type                            instances  area share [%]
Tap cell                               46           5.665
Multi-Input combinational cell         44           37.32
Timing Repair Buffer                   73           57.02
## power by group through the flow
| stage | clock (mW) | combinational [mW] | sequential (mW) |
|---|---|---|---|
| final | 0 | 0.238 | 0 |
| after global routing | 0 | 0.255 | 0 |
| after CTS | 0 | 0.217 | 0 |
## through the flow
stage          TNS (ps)  instance area, sq um
2_1_floorplan         0                 230.2
3_3_place_gp     -25820                 686.9
3_5_place_dp     -26350                 686.9
4_1_cts           -5482                 939.7
5_1_grt           -6983                  1016
6_report          -5429                  1016
## tightest hold or removal path: cells and delay by family
| kind | cells | cell delay, ps |
|---|---|---|
| buf+inv | 2 | 180 |
| simple gates | 2 | 210 |
## cell families after synthesis
kind of cell           Yosys count  synth area share, %
and+or+nand+nor                 44                95.11
buffers and inverters            3                4.891
## worst paths after layout
check / start / end / cells after the start
setup / recovery: a[1] / y[0] / 6
hold / removal: a[0] / y[24] / 4
## timing repair
action,in CTS,in global routing
pin swaps,40,28
buffers inserted,30,5
setup endpoints to repair,32,32
gates resized,169,20
## layer usage
layer  wire (um)  share of wire (%)  track usage (%)  up-vias
met5           0                  0                0        -
met4           0                  0                0        0
met3         198                9.4            1.364        0
met2        1033                 49            10.75       21
met1         866                 41            7.723      300
li1            -                  -                -      300
No activity file was given, so power comes from the tool's default toggle rates.
