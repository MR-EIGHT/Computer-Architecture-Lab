$ cat config.mk
export PLATFORM = sky130hd
export DESIGN_NAME = Bus
export DESIGN_NICKNAME = Bus
export VERILOG_FILES = /design/flow/design.v
export SDC_FILE = /design/flow/constraint.sdc
export NUM_CORES = 4
export LEC_CHECK = 1
export CORE_AREA = 10 10 71 71
export DIE_AREA = 0 0 81 81
$ cat constraint.sdc
current_design Bus

set clk_period 1.4
set clk_io_pct 0.2

create_clock -name clk0 -period $clk_period [get_ports {clk}]

set non_clock_inputs [all_inputs -no_clocks]
set_input_delay [expr $clk_period * $clk_io_pct] -clock clk0 $non_clock_inputs
set_output_delay [expr $clk_period * $clk_io_pct] -clock clk0 [all_outputs]
$ cat design.v
`timescale 1ns / 1ps
module Bus(
input s0,s1,
input [3:0] a,
input [3:0] b,
input [3:0] c,
input [3:0] d,
input clr,clk,
output o0,o1,o2,o3
    );
wire [0:3] W,X,Y,Z;	 
FourBitRegisterWithDFlipFlop	re0(a,clk,clr,W[0],W[1],W[2],W[3]);
FourBitRegisterWithDFlipFlop	re1(b,clk,clr,X[0],X[1],X[2],X[3]);
FourBitRegisterWithDFlipFlop	re2(c,clk,clr,Y[0],Y[1],Y[2],Y[3]);
FourBitRegisterWithDFlipFlop	re3(d,clk,clr,Z[0],Z[1],Z[2],Z[3]);
Mux4 m0(W[3],X[3],Y[3],Z[3],s0,s1,o3);
Mux4 m1(W[2],X[2],Y[2],Z[2],s0,s1,o2);
Mux4 m2(W[1],X[1],Y[1],Z[1],s0,s1,o1);
Mux4 m3(W[0],X[0],Y[0],Z[0],s0,s1,o0);
endmodule
module Mux4(
input a, 
input b, 
input c, 
input d, 
input s0, s1,
output out); 
assign out = s1 ? (s0 ? d : c) : (s0 ? b : a); 
endmodule
module FourBitRegisterWithDFlipFlop(A,clk,clr,q0,q1,q2,q3);
input [0:3] A;
input clk;
input clr;
output wire q0,q1,q2,q3;
dff df0(clr,clk,A[0],q0);
dff df1(clr,clk,A[1],q1);
dff df2(clr,clk,A[2],q2);
dff df3(clr,clk,A[3],q3);
endmodule
module dff(clr_n,clk,d,q);
input clr_n, clk, d;
output reg q;
always @(negedge clk, negedge clr_n)
begin 
	if(~clr_n)
	q<= 0;
	else 
	q<= d;
	end
endmodule
$ cat run.sh
#!/bin/bash
# OpenROAD 26Q1-2900-gdf79404cd8, Yosys 0.63+post, stock flow scripts
make -C /OpenROAD-flow-scripts/flow DESIGN_CONFIG=/design/flow/config.mk WORK_HOME=/design/flow/orfs finish
==> qor.tcl <==
set qor(final_cell_area_um2) 830
set qor(number_of_nets_with_antenna_violations_after_detailed_routing) 0
set qor(yosys_cells) 20
set qor(synth.cell_area_um2) 505
set qor(post-place-ws_ps) -793
set qor(post_cts_hold_buffer_count) 0
set qor(power.sequential.fraction_pct) 54.4
set qor(placedInstanceArea_um2) 808
set qor(wire_per_inst_um) 11.2
set qor(timing.max_slew.rel_slack_pct) 83.3
set qor(timing.critical_path.arrival_ps) 1850
set qor(clk_transition_reported_paths_ps) 40
set qor(report.final.hold_viol_count) 0
set qor(fillerInstances) 394
set qor(cts_max_level) 1
set qor(unrepaired_setup_endpoints_after_global_routing) {true}
set qor(cts_buffer_depth) 2
set qor(netSwitchingPower_uw) 153
set qor(sw_frac_of_total_pct) 16.8
set qor(startpoint_type) {register}
set qor(power_leakage_uw) 0.000338
set qor(cp.required_ps) 1120
set qor(highest_count_cells_in_the_layout_ignoring_fill_and_taps) {clkdlybuf4s50_1 (19), dfrtn_1 (16), mux4_2 (4), buf_2 (4), clkbuf_8 (3)}
set qor(first_global_vias) 353
set qor(worst_slack_ps) -734
set qor(tritoncts_clock_tree) {done}
set qor(antenna_cells) 0
set qor(globalRouteTotalUtil_pct) 3.53
set qor(drv_cap) 0
set qor(crit_path_end_kind) {primary output}
set qor(cts.repair_timing.setup_buffer_count) 0
set qor(outcome) {complete, but fails checks}
set qor(layout.area.comb_um2) 90.1
set qor(power_per_cell_area_mw_per_mm2) 1100
set qor(post_drt_via_cell_ratio) 2.93
set qor(fp.dieArea_mm2) 0.00656
set qor(floorplan.core_util_pct) 13.9
set qor(wirelength_mm) 1.08
set qor(synth.distinct_cells) 2
set qor(share_clk_of_total_power_pct) 34.1
set qor(crit_slowest_cell) {mux4_2}
set qor(failing_checks) {setup timing}
set qor(crit_fanout) 1
set qor(irDropWorstVdd_uv) 668
set qor(internal-power_uw) 758
set qor(final_layout_top_logic_cell) {clkdlybuf4s50_1}
set qor(syn-mean-instance-area_um2) 25.3
set qor(drive_gt1_share_pct) 27.1
set qor(rows) 22
set qor(drcViolationCount) 0
set qor(cts_inserted_buffers) 3
set qor(max_slew.worst_pin.slew_ps) 250
set qor(cts.root.buffer_cell) {clkbuf_8}
set qor(hp-class) {input pin to asynchronous set/reset pin}
set qor(grt_start_max_net_pins) 17
set qor(detail_route.first_pass.iterations) 2
set qor(flop_area_um2) 400
set qor(die-width_um) 81
set qor(die_h_um) 81
set qor(setup_viol) 4
set qor(synth.yosys.warnings) 1
set qor(synth_cells) 20
set qor(crit_path_cell_trace) {mux4_2, buf_2}
set qor(tritoncts_num_sinks) 16
set qor(antenna_found_initial) 0
set qor(core_region_area_mm2) 0.00363
set qor(gpl.final_weighted_congestion) 0.619
set qor(via_count) 281
set qor(grt_first_pass_wirelength_mm) 1.66
set qor(synth-seq-area-share_pct) 79.2
set qor(port_buffers) 23
set qor(first_iter_violations) 3
set qor(io-pin-count) 24
set qor(synth_flops) 16
set qor(tool_warnings) 28
set qor(share_comb_of_total_power_pct) 11.5
set qor(timing.final.max_slew_violations) 0
set qor(setup.worst_path.class) {register to primary output}
set qor(globalRouteOverflowTotal) 0
set qor(ys_chip_area_um2) 505
set qor(synthToLayoutAreaGrowth_pct) 64.1
set qor(cp_slowest_stage_delay_ps) 450
[critical path: cells and delay by family (launching register included)]
family	cells	cell delay, ps
buffers and inverters	1	130
multiplexers	1	450
flip-flops	1	320
[synth_stat cells, drive strengths merged]
cell type  number  area share [%]
dfrtn          16              79
mux4            4              21
[cells by family (layout without fill, tap and decap cells)]
logic type | Yosys count | count (layout) | share of synthesized area, %
muxes | 4 | 4 | 20.8
DFF | 16 | 16 | 79.2
buffers and inverters | 0 | 28 | 0
[routing by layer]
| metal | track usage [%] | up-vias | part of all wire, % |
|---|---|---|---|
| li1 | - | 128 | - |
| met1 | 3.80 | 137 | 37 |
| met2 | 5.97 | 16 | 52 |
| met3 | 2.34 | 0 | 11 |
| met4 | 0.173 | 0 | 0 |
| met5 | 0 | - | 0 |
[power by group through the flow]
stage | Clock [uW] | Sequential (uW) | Combinational [uW]
after CTS | 329 | 496 | 108
after global routing | 347 | 497 | 116
final | 311 | 496 | 105
[worst paths after layout]
kind	slack [ps]	start	endpoint
max	-730	re3.df1.q	o1
min	960	clr	re0.df1.q
max in group asynchronous	290	clr	re0.df3.q
min in group clk0	1090	d[2]	re3.df1.q
[area by class of cell]
type / count / share of cell area [%]
sequential: 16 / 48.3
timing repair buffer: 25 / 28.7
tap: 48 / 7.24
multi-input combinational: 4 / 10.9
clock buffer: 3 / 4.98
[repair_timing]
action                     CTS  global route
setup endpoints to repair    4             4
gates resized               12             0
pin swaps                    0             0
gates cloned                 0             0
[stage by stage]
| step | hold slack, ps | std cells | utilization (%) | total power, uW | TNS (ps) |
|---|---|---|---|---|---|
| floorplan | 576 | 20 | - | 520 | -1200 |
| global placement | 1220 | 93 | 22.2 | 620 | -5290 |
| detailed placement | 1230 | 93 | 22.2 | 623 | -5390 |
| CTS | 962 | 96 | 22.8 | 933 | -3000 |
| global route | 978 | 96 | 22.8 | 960 | -3100 |
| finish | 957 | 96 | 22.8 | 911 | -2930 |
Power and IR drop assume default switching activity.
